==> /design/flow/run.sh <==
#!/bin/bash
# OpenROAD 26Q1-2900-gdf79404cd8, Yosys 0.63+post, stock flow scripts
make -C /OpenROAD-flow-scripts/flow DESIGN_CONFIG=/design/flow/config.mk WORK_HOME=/design/flow/orfs finish
==> /design/flow/config.mk <==
export PLATFORM = sky130hd
export DESIGN_NAME = PC
export DESIGN_NICKNAME = PC
export VERILOG_FILES = /design/flow/design.v
export SDC_FILE = /design/flow/constraint.sdc
export NUM_CORES = 4
export LEC_CHECK = 1
export CORE_UTILIZATION = 40
==> /design/flow/constraint.sdc <==
current_design PC

set clk_period 12.0
set clk_io_pct 0.2

create_clock -name clk0 -period $clk_period [get_ports {clock}]

set non_clock_inputs [all_inputs -no_clocks]
set_input_delay [expr $clk_period * $clk_io_pct] -clock clk0 $non_clock_inputs
set_output_delay [expr $clk_period * $clk_io_pct] -clock clk0 [all_outputs]
==> /design/flow/design.v <==
`timescale 1ns / 1ns
module PC(
     input clock,
     input reset,
     input Branch,
     input Zero,
     input [31:0] extended,
     output [31:0] IM_Address
    );
    reg [31:0] pc;
    wire PCSrc = Branch && Zero;
    always @ (posedge clock) begin
        if (reset)
            pc = 0;
        else
            pc = PCSrc ? (pc + 1 + extended):(pc + 1);
    end
    assign IM_Address = pc;
endmodule
==> results_slide.txt <==
Synthesis and Place & Route Summary

Timing
  • Minimum clock period after layout: 5.01 ns
  • Actual slew at the worst max-slew pin: 0.512 ns
  • Sum of negative setup slack: 0 ns
  • Fmax: 0.199 GHz
  • Worst-case headroom to the max-slew limit: 0.659
  • Final hold violations: 0
  • Setup Viol. Count Final: 0
  • RSZ-0062 raised after global routing: false
  • Final Skew: 0.00668 ns
  • Period utilisation layout: 0.418
  • Count of pins over their slew limit: 0

GRT
  • Global-route wire length before repair: 16200 um
  • Overall routing resource usage: 0.212
  • Pin count of the biggest net entering global routing: 50
  • Number of antenna violations at the first check in global routing: 0
  • Number of global-route vias before repair: 3293
  • Total congestion overflow after global routing: 0

Power and ir drop
  • Seq pwr share: 0.328
  • Power density of the placed cells: 88.6 mW/mm2
  • Switching part of the total power: 0.370
  • Internal power: 248 uW
  • Overall power: 394 uW
  • Worst vdd rail ir drop: 41.0 uV
  • Share of power burned in combinational logic: 0.439
  • Static leakage: 0.00185 uW
  • Clock power frac: 0.233
  • Net switching power of the design: 146 uW

Final layout
  • Final cell count without fillers: 622
  • Top Layout Cells: 67 x clkdlybuf4s50_1, 49 x nor2_1, 39 x a21oi_1, 39 x ha_1, 37 x nand2_1
  • Post-synthesis to final-layout area growth: 23.9%
  • Number of flip-flops under the largest register name: 32
  • Layout cell share with drive strength beyond 1: 0.0603
  • Post-layout utilization of the core: 0.512
  • Highest-count logic cell in the final layout: clkdlybuf4s50_1
  • Filler cell count in the final layout: 855

Synth
  • Top-area cell share: 0.179
  • Cell count in the Yosys report: 452
  • Cell area leaders: dfxtp_1 18%, ha_1 14%, xnor2_1 7.3%
  • Seq share, synth: 0.179
  • Flops & latches, synth: 32
  • Count of warnings emitted by yosys: 1
  • Synth async-reset ratio: 0
  • Avg Cell Area, Syn: 7.93 um2
  • Library cell with the largest summed area after synthesis: dfxtp_1
  • Instance tally after logic synthesis: 452
  • Dominant register cell in the synthesized netlist: dfxtp_1
  • Total cell area reported by yosys after synthesis: 0.00358 mm2
  • Flip-flops with a built-in enable: 0
  • Number of distinct library cells after synthesis: 62
  • Area of the mapped netlist: 0.00358 mm2

Setup path
  • Crit Path Class: in -> reg
  • Slowest cell on the critical path: fa_1
  • Worst EP required: 12.21 ns
  • Maximum single-stage delay on the critical path: 0.44 ns
  • R2R depth: 14
  • Data arrival time of the critical path: 5.22 ns
  • CP max FO: 4
  • Library cell appearing most often on the critical path: o21a_1
  • RR Startpoint: pc[0]
  • Cell-by-cell trace of the critical path: clkdlybuf4s50_1 > ha_1 > fa_1 > a211oi_2 > o21a_1 > o21ai_2 > o2111ai_1 > a21oi_1 > o21a_1 > o21ai_1 > mux2_1 > nor3_1
  • Crit path from: extended[0]
  • Critical Path Sink Type: flop
  • Kind of start point of the critical path: input port

Clocking
  • Inserted Clock Buffers: 5
  • Clock root cell: clkbuf_8
  • Number of gates resized after CTS: 0
  • CTS tree: done
  • Hold buffer count at CTS: 0
  • CTS max path bufs: 2
  • Post-CTS repair timing setup buffer count: 0
  • Maximum level of the CTS H-tree: 2
  • Clock input transition at the sequential cells of the worst setup and hold paths: 0.07 ns
  • Number of sinks handled by clock tree synthesis: 32
  • Source-to-sink clock delay at the later pin of the worst-skew pair: 0.29 ns

Routing
  • Routed wire per std cell: 15.5 um
  • First drt pass iteration count: 4
  • Via count of the routed design: 3440
  • N_diodes: 0
  • # DRC: 0
  • Detailed Route Iter0 Violations: 155
  • DRT Wirelength: 9670 um
  • Detail Route Antenna Nets: 0
  • Via-per-instance ratio: 5.53

Floorplanning
  • Horizontal die dimension: 96.7 um
  • Number of rows in the core area: 34
  • Area of the core: 0.00868 mm2
  • Starting density of the core: 0.413
  • Area of the die: 0.00934 mm2
  • Chip height: 96.7 um
  • Count of pins on the block boundary: 68

Placement
  • Placer congestion estimate: 0.910
  • Detailed Place HPWL: 7470 um
  • Number of buffers added on ports: 67
  • Placed instance count: 614

Status
  • Outcome: complete, no violations

Worst hold path
  • Type of the most critical hold path: reg -> reg
  • Hold Path Depth: 1
  • Hold Startpoint: pc[0]

Run
  • Warning total across the stage logs: 32
  • Max-Cap Viols: 0
-- cell usage after synthesis, drive strengths merged (11+ instances only) --
library cell	count
a211oi	23
a21o	18
a21oi	41
clkbuf	15
dfxtp	32
ha	39
nand2	37
nand3	16
nand4	16
nor2	50
nor3	11
o21ai	17
xnor2	31
xor2	22
-- worst max-delay path: cells and delay by family --
kind	cells	cell delay, ns
AOI/OAI and AO/OA	7	1.26
adders and majority gates	2	0.67
buffers and inverters	1	0.41
muxes	1	0.33
and+or+nand+nor	1	0.17
-- routing by layer --
metal	GRT usage	vias up	wire length (um)
met3	0.0250	7	381
met5	0	-	0
li1	-	1790	-
met1	0.308	1551	4590
met2	0.357	92	4630
met4	0.0184	0	68
-- power by group through the flow --
| stage | logic [uW] | registers, uW | clock network, uW |
|---|---|---|---|
| finish | 173 | 129 | 91.6 |
| global route | 193 | 131 | 97.5 |
| CTS | 173 | 129 | 93.9 |
-- metrics by stage --
step	area, um2	hold slack, ns	setup slack (ns)
global route	4440	0.569	6.72
CTS	4440	0.540	6.99
finish	4440	0.536	6.99
floorplan	3580	0.458	7.35
global placement	4350	0.518	6.76
detailed placement	4350	0.525	6.71
-- kinds of logic after synthesis --
group / count (synthesis) / share of synthesized area
fa+ha+maj: 40 / 0.142
simple gates: 171 / 0.265
flops: 32 / 0.179
buf+inv: 22 / 0.0230
compound gates: 132 / 0.252
xor+xnor: 53 / 0.134
mux: 2 / 0.00593
-- final timing paths --
path / end / slack, ns
setup / recovery: pc[30] / 6.99
hold reg to reg: pc[0] / 0.54
setup reg to reg: pc[28] / 8.01
hold / removal: pc[0] / 0.54
-- area by class of cell --
type	count	area (um2)	share of cell area
flip-flops and latches	32	641	0.144
well taps	108	135	0.0304
multi-input cells	398	2860	0.644
clock buffers	8	90.1	0.0203
inverters	6	22.5	0.00507
repair buffers	70	693	0.156
Power figures rest on the tool's default switching activity, not on a simulated workload.
